File: /design/flow/run.sh
#!/bin/bash
# OpenROAD 26Q1-2900-gdf79404cd8, Yosys 0.63+post, stock flow scripts
make -C /OpenROAD-flow-scripts/flow DESIGN_CONFIG=/design/flow/config.mk WORK_HOME=/design/flow/orfs finish
File: /design/flow/constraint.sdc
current_design ula

set clk_period 33.0
set clk_io_pct 0.2

create_clock -name clk0 -period $clk_period

set non_clock_inputs [all_inputs -no_clocks]
set_input_delay [expr $clk_period * $clk_io_pct] -clock clk0 $non_clock_inputs
set_output_delay [expr $clk_period * $clk_io_pct] -clock clk0 [all_outputs]
File: /design/flow/design.v
module ula #(
    parameter integer DATA_SIZE = 11         
  ) (
    output reg [DATA_SIZE-1:0] out,          
    input wire [DATA_SIZE-1:0] operand_a,    
    input wire [DATA_SIZE-1:0] operand_b,    
    input wire [3:0] opcode                  
  );
  localparam  ADD  = 0;  
  localparam  SUB  = 1;  
  localparam  MUL  = 2;  
  localparam  DIV  = 3;  
  localparam  AND  = 4;  
  localparam  NAND = 5;  
  localparam  OR   = 6;  
  localparam  XOR  = 7;  
  localparam  CMP  = 8;  
  localparam  NOT  = 9;  
  always @(*)
  begin : ULA
    case (opcode)
      ADD:
        out = operand_a + operand_b;
      SUB:
        out = operand_a - operand_b;
      MUL:
        out = operand_a * operand_b;
      DIV:
        out = operand_a / operand_b;
      AND:
        out = operand_a && operand_b;
      NAND:
        out = !(operand_a && operand_b);
      OR:
        out = operand_a || operand_b;
      XOR:
        out = operand_a ^ operand_b;
      CMP:
        out = operand_a > operand_b ? 1 : operand_a < operand_b ? -1 : 0;
      NOT:
        out = !operand_a;
      default:
        out = {DATA_SIZE{1'bx}};
    endcase
  end
endmodule
File: /design/flow/config.mk
export PLATFORM = sky130hd
export DESIGN_NAME = ula
export DESIGN_NICKNAME = ula
export VERILOG_FILES = /design/flow/design.v
export SDC_FILE = /design/flow/constraint.sdc
export NUM_CORES = 4
export LEC_CHECK = 1
export CORE_UTILIZATION = 50
==> summary.txt <==
Layout area overhead -> 9.463%
Chip area in the Yosys report -> 6122 µm²
Cts hold-fix bufs -> 0
Final hold violations -> 0
Cells in synth_stat.txt -> 840
Post-layout min period -> 31500 ps
Met2 usage -> 0.5576
DRT Pass-1 Iters -> 6
Vias -> 6287
Yosys top cell by area -> ha_1
Fmax -> 0.03174 GHz
# clk buffers -> 0
Lkg Pwr -> 3.059 nW
Worst Path Max Fanout -> 15
WP data arrival -> 24900 ps
Die Wd -> 112.7 µm
Non-Filler Instances -> 1009
Sequential Area -> 0 µm²
Worst-margin pin slew -> 811.7 ps
Library cells used by synthesis -> 69
Outcome -> finished, final reports clean
Post-route DRC violation count -> 0
Crit path top cell by count -> ha_1
Wire length per cell -> 20.45 µm
Largest net degree at the start of global routing -> 16
Max Transition Viols Final -> 0
Total core area -> 11960 µm²
Initial antenna violation count -> 0
Vias in the first global route -> 6077
Tool warning count -> 46
Most Used Layer, Global Route -> met2
Hold Crit Class -> input pin to output port
Die area -> 12690 µm²
Largest cells by area after synthesis -> ha_1 24%, fa_1 10%, nor2_1 5.1%
Mapped cell area -> 6122 µm²
Initial DRC Count -> 494
First-pass GRT wire length -> 33140 µm
Synth warnings -> 1
CP startpoint kind -> input pin
Placed Instances -> 1003
GRT overflow -> 0
Layout cell share with drive strength beyond 1 -> 0.05684
CP max stage delay -> 570 ps
I/O Pins -> 37
Routed wire length -> 20630 µm
Antenna Cells -> 0
Final number of setup-violating endpoints -> 0
RSZ-0062 raised after global routing -> no
Post-DR vias/cell -> 6.231
Final period util -> 0.9547
Total GRT Usage -> 0.3470
Die H -> 112.7 µm
Num rows -> 40
Rel. slew slack -> 0.4518
Flop count -> 0
Hold_ws -> 14440 ps
Max Cap Viol -> 0
Crit path DRT -> 26400 ps
Count leader, synth -> ha_1
Final Util -> 0.5603
Grt met1 use -> 0.4731
GP Congestion -> 0.9864
Synth Area per Inst -> 7.288 µm²
Antenna Nets Post-Route -> 0
Synth Instances -> 840
Setup Crit Path Kind -> input pin to output port
Met3 usage -> 0.05283
Area leader share -> 0.2412
DP Wirelength -> 16290 µm
TNS Setup -> 0 ps
CP max-delay cell -> clkdlybuf4s50_1
Floorplan core density -> 0.5118
Synth top cells by count -> 118 x ha_1, 83 x nor2_1, 82 x inv_1
CP endpoint kind -> output port
Port Buf Inserts -> 37
Seq/Total Area, Yosys -> 0
Worst vdd ir -> 17.00 µV
Power per Cell Area -> 29.29 nW/µm²
cells by family after synthesis:
| group | after synthesis | synth area share |
|---|---|---|
| AND-OR/OR-AND | 228 | 0.2532 |
| XOR/XNOR | 56 | 0.08011 |
| adder cells (fa/ha/maj) | 151 | 0.3474 |
| buffers and inverters | 116 | 0.07173 |
| multiplexers | 25 | 0.04476 |
| AND/OR/NAND/NOR | 264 | 0.2027 |
worst paths after layout:
check                 depth (start not counted)           from  endpoint
worst min-delay path                          4      opcode[2]    out[0]
worst max-delay path                         67  operand_b[10]    out[0]
repair_timing:
item,CTS,global route
gates resized,0,5
setup endpoints to repair,0,1
setup buffers,0,6
layout by cell type (no fill, tap or decap), drive strengths merged, types with 8 or more instances in the layout:
cell           count
a21o              16
a21oi             58
a22oi              8
and2              13
buf               17
clkdlybuf4s50     36
fa                32
ha               118
inv               82
mux2              19
nand2             70
nand3             16
nand4             10
nor2              83
nor3              25
o211ai            14
o21a              23
o21ai             38
o31ai              9
or3                8
xnor2             35
xor2              21
power breakdown:
group,total [mW],switching (mW),internal (mW)
Clock,0,0,0
Sequential,0,0,0
Combinational,0.196,0.110,0.0867
metrics by stage:
step	total power [mW]	cell area, µm²	setup WS [ps]
after detailed placement	0.1927	6641	1167
after global routing	0.2206	6701	60.10
final	0.1963	6701	1496
after floorplan	0.1402	6122	4871
after CTS	0.1947	6641	1109
after global placement	0.1918	6641	1468
routing by layer:
| layer | vias up | part of all wire |
|---|---|---|
| met5 | - | 0 |
| met4 | 0 | 0.045 |
| met3 | 50 | 0.072 |
| met2 | 252 | 0.45 |
| met1 | 2912 | 0.44 |
| li1 | 3073 | - |
area by class of cell:
cell class                 count  area, µm²
multi-input combinational    724       5698
tap                          147      183.9
fill                        1112       5260
inverter                      84      319.1
timing repair buffer          54      500.5
critical path, delay by kind of cell:
kind            cells  cell delay (ps)
compound gates     33             8000
xor+xnor            1              220
fa+ha+maj          10             3140
buf+inv             5             1420
mux                 6             2450
simple gates       12             3070
No activity file was given, so power comes from the tool's default toggle rates.
