### config.mk
export PLATFORM = sky130hd
export DESIGN_NAME = register
export DESIGN_NICKNAME = register
export VERILOG_FILES = /design/flow/design.v
export SDC_FILE = /design/flow/constraint.sdc
export NUM_CORES = 4
export LEC_CHECK = 1
export CORE_AREA = 10 10 79 79
export DIE_AREA = 0 0 89 89
### constraint.sdc
current_design register

set clk_period 2.9
set clk_io_pct 0.2

create_clock -name clk0 -period $clk_period [get_ports {clk}]

set non_clock_inputs [all_inputs -no_clocks]
set_input_delay [expr $clk_period * $clk_io_pct] -clock clk0 $non_clock_inputs
set_output_delay [expr $clk_period * $clk_io_pct] -clock clk0 [all_outputs]
### design.v
module register #(
    parameter integer DATA_SIZE = 11         
  ) (
    output reg [DATA_SIZE-1:0] out,          
    input wire [DATA_SIZE-1:0] in,           
    input wire clk,                          
    input wire load,                         
    input wire rst,                          
    input wire inc,                          
    input wire dec                           
  );
  always @(posedge clk, posedge rst)
  begin : REGISTER
    if(rst)
      out <= 0;
    else if(load)
      out <= in;
    else if(inc)
      out <= out + 1;
    else if(dec)
      out <= out - 1;
    else
      out <= out;
  end
endmodule
### run.sh
#!/bin/bash
# OpenROAD 26Q1-2900-gdf79404cd8, Yosys 0.63+post, stock flow scripts
make -C /OpenROAD-flow-scripts/flow DESIGN_CONFIG=/design/flow/config.mk WORK_HOME=/design/flow/orfs finish
==> flow_metrics.py <==
# Flow results
metrics = {
    "worst_hold_path": {
        "hold_class": "reg -> reg",
        "holdPathEnd": "out[9]",
        "hold_path_depth": 2,
        "min_from": "out[9]",
    },
    "pwr": {
        "p_sw_mw": 0.292,
        "powerDensity_nw_per_um2": 582,
        "power_leakage_nw": 0.604,
        "finalPower_mw": 0.817,
        "p_clk_share_pct": 20.2,
        "p_int_mw": 0.525,
        "pwr-share-seq_pct": 27.3,
        "p_sw_share_pct": 35.7,
        "ir_worst_vdd_mv": 0.252,
        "combPwrFrac_pct": 52.5,
    },
    "yosys": {
        "top_cells_by_count": "13 x nand2_1, 11 x dfrtp_1",
        "ys_types": 37,
        "ys_cells": 116,
        "postSynthCellCount": 116,
        "top_area_cell": "dfrtp_1",
        "ys_area_um2": 1000,
        "synthTopCellsByArea": "dfrtp_1 27%, ha_1 11%, nand2_1 4.9%, a21oi_1 4.5%, o21ai_0 4.5%",
        "syn_area_um2": 1000,
        "ys_ff": 11,
        "top_cell": "nand2_1",
        "synth_top_area_share_pct": 27.4,
        "syn-mean-instance-area_um2": 8.66,
        "yosysSeqAreaShare_pct": 27.4,
        "synth-edff-count": 0,
        "synthArstFlopShare_pct": 100,
        "ys.warnings.count": 1,
        "ff_type": "dfrtp_1",
    },
    "setup_path": {
        "reg2reg_slack_ps": 760,
        "critPathCaptureType": "flop",
        "r2r_cells": 7,
        "start_kind": "input port",
        "r2r_start": "out[0]",
        "critPathMaxStageDelay_ps": 470,
        "slowest_stage": "clkdlybuf4s50_1",
        "path_cells": "clkdlybuf4s50_1 -> inv_1 -> ha_1 -> nor2b_4 -> o31a_2 -> o31ai_1 -> mux2i_1 -> nand2_1",
        "worstSetupPathType": "in -> reg",
        "crit_family": "buffers and inverters",
        "r2r-end": "out[8]",
        "path_buffers": 2,
        "worst_ep_required_time_ps": 3030,
        "crit_fanout": 9,
        "crit_arrival_ps": 2650,
    },
    "grt": {
        "grt_use_total_pct": 7.89,
        "grt_pass1_wl_mm": 4.98,
        "grt_max_degree": 14,
        "grt_overflow": 0,
        "grt_antenna_before_repair": 0,
        "grt_pass1_vias": 993,
    },
    "floorplanning": {
        "fp_util_pct": 21.6,
        "die_y_um": 89,
        "fp.dieW_um": 89,
        "core.rowCount": 25,
        "fp.coreArea_um2": 4660,
        "chipArea_um2": 7920,
        "ioPinCount": 27,
    },
    "clock_network": {
        "ctsHtreeMaxLevel": 1,
        "clk_latency_ps": 240,
        "cts_sinks": 11,
        "root_buffer": "clkbuf_8",
        "cts_hold_buffers": 0,
        "numCtsBuffers": 3,
        "clk_pin_slew_ps": 60,
        "clk_path_buf_depth": 2,
        "cts_tree": "yes",
        "cts_setup_buffers": 0,
        "cts_resized": 0,
    },
    "route": {
        "dr_total_vias": 955,
        "vias_per_cell": 4.73,
        "dr.pass1.iters": 6,
        "drc": 0,
        "num_antenna_cells": 0,
        "routed_wl_mm": 2.87,
        "wl_per_cell_um": 14.2,
        "drtIter0Drc": 32,
        "postRouteAntennaNets": 0,
    },
    "cells_and_area": {
        "fillers": 482,
        "syn2layout_area_growth_pct": 39.6,
        "stdcell_area_um2": 1400,
        "top_regs": "out x11",
        "final_util_pct": 30.1,
        "final_layout_size_suffix_gt1_share_pct": 12.2,
        "regMostFlops": "out",
        "largest_reg_flops": 11,
    },
    "sta": {
        "slew_headroom_pct": 66.2,
        "fin_crit_ps": 2530,
        "fmax_mhz": 396,
        "skew_ps": 1.69,
        "tns_ps": 0,
        "period_used_pct": 87.1,
        "setup_viol": 0,
        "worstMarginPinSlew_ps": 505,
        "rsz0062_at_grt": "false",
        "worst_slack_ps": 374,
        "hold_violations": 0,
        "maxSlewViolCount": 0,
    },
    "outcome": {
        "outcome": "finished, final reports clean",
    },
    "placed_design": {
        "dpl.hpwl_mm": 2.21,
        "dp_slack_ps": 126,
        "io_buffers": 26,
        "place_area_um2": 1360,
        "place.gp.congestion": 0.854,
    },
    "job": {
        "drv_cap": 0,
        "warning_count": 25,
    },
}
-- kinds of logic (layout without fill, tap and decap cells) --
family                   count (synthesis)  count (layout)  share of synthesized area [%]
flip-flops                              11              11                           27.4
adder cells (fa/ha/maj)                 10              10                           13.2
XOR/XNOR                                 6               6                           5.23
AND-OR/OR-AND                           40              40                           28.1
multiplexers                             4               4                           4.36
buffers and inverters                   10              42                           3.86
AND/OR/NAND/NOR                         35              35                           17.8
-- worst reg2reg max path, delay by kind of cell (launching register included) --
family / cells / cell delay (ps)
AND/OR/NAND/NOR: 3 / 750
adder cells (fa/ha/maj): 1 / 510
AND-OR/OR-AND: 2 / 260
buffers and inverters: 1 / 100
flip-flops: 1 / 410
-- power groups by stage --
stage	Combinational [mW]	Sequential, mW	Clock, mW
5_1_grt	0.481	0.231	0.179
6_report	0.429	0.223	0.165
4_1_cts	0.434	0.223	0.171
-- cell usage in the layout, fill, tap and decap left out, drive strengths merged, types with 4 or more instances in the layout --
master,netlist,layout
clkdlybuf4s50,0,26
nand2,13,13
dfrtp,11,11
o21ai,10,10
nor2,9,9
a21oi,9,9
ha,9,9
inv,7,7
buf,2,5
a211oi,4,4
o21a,4,4
clkbuf,1,4
-- layout make-up --
| cell class | count | area (um^2) | area share (%) |
|---|---|---|---|
| Inverter | 7 | 26.3 | 1.87 |
| Multi-Input combinational cell | 95 | 691 | 49.2 |
| Sequential cell | 11 | 275 | 19.6 |
| Timing Repair Buffer | 31 | 298 | 21.2 |
| Tap cell | 54 | 67.6 | 4.82 |
| Clock buffer | 4 | 45.0 | 3.21 |
-- stage by stage --
step	hold slack [ps]	std cells
floorplan	432	116
global placement	596	198
detailed placement	610	198
CTS	620	202
global route	661	202
finish	611	202
-- routing by layer --
layer / up-vias / GRT usage [%] / wire (um)
met5: - / 0 / 0
met4: 0 / 0.723 / 24
met3: 2 / 3.12 / 231
met2: 19 / 11.6 / 1210
met1: 437 / 11.1 / 1410
li1: 497 / - / -
-- how the worst max path moves through the flow --
stage     start       to  cells past startpoint
5_1_grt     inc   out[9]                      8
4_1_cts     inc  out[10]                      8
6_report    inc  out[10]                      8
Power and IR drop assume default switching activity.
