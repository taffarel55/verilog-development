File: design/flow/config.mk
export PLATFORM = sky130hd
export DESIGN_NAME = stack
export DESIGN_NICKNAME = stack
export VERILOG_FILES = /design/flow/design.v
export SDC_FILE = /design/flow/constraint.sdc
export NUM_CORES = 4
export LEC_CHECK = 1
export CORE_AREA = 10 10 110 110
export DIE_AREA = 0 0 120 120
File: design/flow/constraint.sdc
current_design stack

set clk_period 2.1
set clk_io_pct 0.2

create_clock -name clk0 -period $clk_period [get_ports {clk}]

set non_clock_inputs [all_inputs -no_clocks]
set_input_delay [expr $clk_period * $clk_io_pct] -clock clk0 $non_clock_inputs
set_output_delay [expr $clk_period * $clk_io_pct] -clock clk0 [all_outputs]
File: design/flow/design.v
module stack #(
    parameter integer WIDTH = 8,       
    parameter integer DEPTH = 2        
  ) (
    output wire full,                  
    output wire empty,                 
    output reg [WIDTH-1:0] data_out,   
    input wire [WIDTH-1:0] data_in,    
    input wire clk,                    
    input wire rst,                    
    input wire pop,                    
    input wire push                    
  );
  reg [WIDTH-1:0] lifo [0:DEPTH - 1];  
  reg [DEPTH - 1:0] pointer;           
  assign empty = !(|pointer);
  assign full = !(|(pointer ^ DEPTH));
  always @(posedge clk or posedge rst)
  begin : STACK
    if(rst)
    begin
      data_out <= {WIDTH{1'b0}};
      pointer <= 0;
    end
    else
    begin
      if(push && !full)
      begin
        lifo[pointer] <= data_in;
        pointer <= pointer + 1;
      end
      else if(pop && !empty)
      begin
        data_out <= lifo[pointer-1];
        pointer <= pointer - 1;
      end
    end
  end
endmodule
File: design/flow/run.sh
#!/bin/bash
# OpenROAD 26Q1-2900-gdf79404cd8, Yosys 0.63+post, stock flow scripts
make -C /OpenROAD-flow-scripts/flow DESIGN_CONFIG=/design/flow/config.mk WORK_HOME=/design/flow/orfs finish
==> ci_impl_report.md <==
### Metrics collected by this job

| Metric | Value |
|---|---|
| Crit end category | `primary output` |
| Reg clk slew, reported paths | `0.08 ns` |
| First-pass GRT wire length | `approximately 3500 um` |
| IO Pins | `22` |
| Initial antenna violation count | `1` |
| Core Util, Final | `between 10% and 20%` |
| P&R area growth vs syn | `37.6%` |
| RSZ-0062 raised after global routing | `false` |
| VDD IR-drop max | `around 0.34 mV` |
| ANT nets after route | `0` |
| Post-cts resize count | `0` |
| Fin. max-slew vios | `0` |
| Cells after Synth | `slightly below 60` |
| Area of the mapped netlist | `~1100 um^2` |
| Commonest flop | `edfxtp_1` |
| Clk latency late pin | `around 0.26 ns` |
| Ys cells | `59` |
| GP Congestion | `0.734` |
| WP data required | `1.68 ns` |
| Max-cap viol count | `0` |
| Yosys top cell by area | `edfxtp_1` |
| Leakage | `0.568 nW` |
| Reg2reg path depth | `5` |
| Critical setup path kind | `reg2out` |
| Post-synth EDFFs | `16` |
| Power density over the cells | `1140 nW/um^2` |
| Crit share post-route | `between 90% and 100%` |
| Total Wirelength | `about 2100 um` |
| Register area | `731 um^2` |
| CTS sink count | `26` |
| Fillers | `around 1100` |
| Slew headroom | `~76%` |
| HP Class | `in2async` |
| Worst Tran Pin Value | `between 0.3 and 0.4 ns` |
| Deepest clock path buffer count | `2` |
| Total die area | `between 10000 and 15000 um^2` |
| CTS tree | `built` |
| Yosys chip area | `1110 um^2` |
| Routed vias | `553` |
| Avg Cell Area, Syn | `18.8 um^2` |
| Reg-to-reg endpoint | `data_out[2]` |
| Top-count cell post-synth | `edfxtp_1` |
| Tmin final | `between 1.5 and 2 ns` |
| # rows | `36` |
| Starting DRT DRC Count | `7` |
| Setup Viol. Count Final | `0` |
| Vias/cell | `around 2.5` |
| Synth top cells by count | `edfxtp_1 (16), mux2_4 (15), dfrtp_1 (10)` |
| Wirelength per Cell | `~10 um` |
| CORE AREA | `~10000 um^2` |
| Fmax | `around 530 MHz` |
| Vias in the first global route | `between 600 and 700` |
| Die width | `~120 um` |
| Ys async rst share | `between 30% and 40%` |
| R2r setup slk | `around 0.48 ns` |
| Post-synth seq share | `65.9%` |
| Reg-to-reg startpoint | `pointer[0]` |
| Hold buffers post-CTS | `0` |
| Clk root buf | `clkbuf_8` |
| Share of post-route cells with drive strength above 1 | `a little under a third` |
| Num CTS Buffers | `3` |
| Setup_tns | `0 ns` |
| Final hold vios | `0` |
| Max-area cell share | `a little over two fifths` |
| Remaining DRCs | `0` |
| Ys flops | `26` |
| First-pass DRT Iterations | `4` |
| Fp util | `a little under an eighth` |
| Die Y-Extent | `120 um` |
| Worst setup SP type | `register` |
| Post-synth cell types | `15` |
| Synth warn | `2` |
| Main area contributors | `edfxtp_1 (43%), dfrtp_1 (23%), mux2_4 (20%)` |
| CP Max Fanout | `3` |
| Post-CTS Setup Bufs | `0` |
| Number of H-tree levels | `1` |
| IO Port Bufs | `21` |
| Tool warnings | `26` |
| Final clock skew | `0.00328 ns` |
| Status | `completed` |
| Logic area | `roughly 340 um^2` |
| Total grt overflow | `0` |
| Largest net degree at the start of global routing | `15` |
| GRT Overall Usage | `between 3 and 4%` |
| Critical Path AT | `around 1.5 ns` |
-- critical path, cell delays in order (launching register included) --
cell             delay (ns)
dfrtp_1                0.38
inv_1                  0.09
ha_1                   0.23
clkdlybuf4s50_1        0.51
-- area by class of cell --
class                      count  share of cell area (%)
antenna                        1                   0.164
multi-input combinational     28                    22.6
clock buffer                   4                    2.95
tap                          133                    10.9
inverter                       3                   0.738
sequential                    26                    47.9
timing repair buffer          23                    14.8
-- report_power, final --
group	internal, mW	total (mW)	leakage, nW	switching (mW)
Sequential	0.689	0.751	0.264	0.0617
Clock	0.135	0.277	0.0228	0.141
Combinational	0.489	0.719	0.281	0.230
-- metrics by stage --
stage | hold WS, ns | instance area [um^2] | std cells | total power, mW | setup WS, ns
finish | 0.353 | 1530 | 218 | 1.75 | 0.200
detailed placement | 0.497 | 1480 | 213 | 1.50 | 0.187
global route | 0.354 | 1520 | 217 | 1.89 | 0.0879
CTS | 0.354 | 1520 | 217 | 1.79 | 0.154
global placement | 0.499 | 1480 | 213 | 1.50 | 0.210
floorplan | 0.271 | 1110 | 59 | 1.20 | 0.478
-- kinds of logic (layout without fill, tap and decap cells) --
kind of cell / Yosys count / after routing / share of synthesized area [%]
compound gates: 1 / 1 / 0.451
xor+xnor: 1 / 1 / 0.790
fa+ha+maj: 2 / 2 / 2.26
buf+inv: 5 / 30 / 3.05
flops: 26 / 26 / 65.9
mux: 17 / 17 / 22.3
other cells: 0 / 1 / 0
simple gates: 7 / 7 / 5.19
-- worst max path at each step --
stage	start	to	slack (ns)	cells past startpoint
4_1_cts	pointer[0]	full	0.15	3
5_1_grt	pointer[0]	full	0.09	3
6_report	pointer[0]	full	0.20	3
-- registers in the layout (all words and copies together), names as in the netlist --
signal    cells
pointer       2
data_out      8
lifo         16
-- cells in the final DEF, fill, tap and decap left out --
cell	instances
nor2b_4	2
clkbuf_1	1
inv_1	3
mux2_2	2
clkdlybuf4s50_1	21
and3_1	1
ha_1	2
nand2_1	1
mux2_4	15
nor2b_2	1
dfrtp_1	10
and3_2	1
edfxtp_1	16
clkbuf_8	3
o21ai_0	1
nor2_1	1
diode_2	1
buf_4	2
xnor2_1	1
-- per-layer routing --
metal	share of wire, %	wire length [um]	GRT usage [%]	up-vias
li1	-	-	-	262
met1	43	913	4.00	267
met2	42	898	4.44	20
met3	14	302	2.14	4
met4	1.5	33	0.528	0
met5	0	0	0	-
No activity file was given, so power comes from the tool's default toggle rates.
